===== design/flow/run.sh =====
#!/bin/bash
# OpenROAD 26Q1-2900-gdf79404cd8, Yosys 0.63+post, stock flow scripts
make -C /OpenROAD-flow-scripts/flow DESIGN_CONFIG=/design/flow/config.mk WORK_HOME=/design/flow/orfs finish

===== design/flow/config.mk =====
export PLATFORM = sky130hd
export DESIGN_NAME = debouncer
export DESIGN_NICKNAME = debouncer
export VERILOG_FILES = /design/flow/design.v
export SDC_FILE = /design/flow/constraint.sdc
export NUM_CORES = 4
export LEC_CHECK = 1
export CORE_AREA = 10 10 99 99
export DIE_AREA = 0 0 109 109

===== design/flow/constraint.sdc =====
current_design debouncer

set clk_period 4.2
set clk_io_pct 0.2

create_clock -name clk0 -period $clk_period [get_ports {clk}]

set non_clock_inputs [all_inputs -no_clocks]
set_input_delay [expr $clk_period * $clk_io_pct] -clock clk0 $non_clock_inputs
set_output_delay [expr $clk_period * $clk_io_pct] -clock clk0 [all_outputs]

===== design/flow/design.v =====
module debouncer (
	input logic clk,
	input logic rst,
	input logic button_in,
	output logic button_pressed,
	output logic button_state,
	output logic button_released
);
	logic button_sync_0;							 
	logic button_sync_1;
	always_ff @(posedge clk) begin
		button_sync_0 <= button_in;	
		button_sync_1 <= button_sync_0;
	end
	logic [17:0] counter;							 
	logic button_idle, button_state;
	assign button_idle = (button_state == button_sync_1);			 
	logic button_cnt_max;							 
	assign button_cnt_max = &counter;
	always_ff @(posedge clk) begin
		if (button_idle) counter <= 18'd0;
		else begin
			counter <= counter + 18'd1;
			if (button_cnt_max) button_state <= ~button_state;	 
		end
	end
	assign button_pressed = ~button_idle & button_cnt_max & ~button_state;
	assign button_released = ~button_idle & button_cnt_max & button_state;
endmodule

==> impl_metrics.py <==
# Flow results
metrics = {
    "status": {
        "outcome": "finished, final reports clean",
    },
    "route": {
        "vias_per_cell": 3.07,
        "drc_errors": 0,
        "drtIter0Drc": 38,
        "ant_nets": 0,
        "n_antenna_cell": 0,
        "first_pass_iters": 4,
        "drt-total-wl_mm": 1.42,
        "via_count": 627,
        "drt-wirelength-per-cell_um": 6.97,
    },
    "clock_network": {
        "cts_sinks": 21,
        "clkLatencyLatePin_ns": 0.25,
        "clk_path_buf_depth": 2,
        "cts_setup_buffers": 0,
        "cts_tree": "built",
        "cts-root-buf": "clkbuf_8",
        "clk_pin_slew_ns": 0.07,
        "cts-htree-levels": 1,
        "cts_buffers": 3,
        "cts_resized": 0,
        "hold_buffers": 0,
    },
    "layout": {
        "fill_cells": 877,
        "drive_gt1_share_pct": 9.80,
        "syn_to_final_growth_pct": 23.4,
        "final_cell_area_um2": 1120,
        "fin_cells": 204,
    },
    "die": {
        "die_h_um": 109,
        "core_area_um2": 7730,
        "fp_util_pct": 11.8,
        "die_width_um": 109,
        "rows": 32,
        "dieArea_um2": 11900,
        "io-pin-count": 6,
    },
    "min_path": {
        "worstHoldEndpoint": "button_sync_1",
        "hp-start": "button_sync_0",
        "hold_depth": 0,
        "hold_class": "flip-flop to flip-flop",
    },
    "sta": {
        "finClkSkew_ns": 0.00112,
        "rsz0062_at_grt": "false",
        "setup_violations": 0,
        "maxSlewViolCount": 0,
        "worst_slack_ns": 1.23,
        "fmax_ghz": 0.337,
        "tns_ns": 0,
        "period_used_pct": 70.6,
        "final_hold_viol_count": 0,
        "tightest_slew_ns": 0.341,
        "final.min_clock_period_ns": 2.97,
        "slew_headroom_pct": 77.2,
    },
    "job": {
        "tool_warnings": 26,
        "cap_violations": 0,
    },
    "placement": {
        "place_ws_ns": 1.50,
        "placed_area_um2": 1080,
        "placedCellCount": 200,
        "dpl.hpwl_mm": 1.00,
        "gp_congestion": 0.690,
        "io_buffers": 4,
    },
    "logic_synthesis": {
        "ys_sh_aoi_pct": 1.10,
        "postSynth.asyncResetShare_pct": 0,
        "edf_count": 1,
        "yosysChipArea_um2": 908,
        "ys_seq_share_pct": 47.4,
        "mux_area_share_pct": 1.65,
        "ys_cells": 95,
        "ys.flops": 21,
        "yosysUniqueCellTypes": 23,
        "ff_type": "dfxtp_1",
        "synth-adder-area-share_pct": 1.38,
        "syn-instance-count": 95,
        "syn_area_per_cell_um2": 9.56,
        "synth_warnings": 1,
        "xor_share_pct": 14.5,
        "synthTopLogicFamily": "simple AND/OR/NAND/NOR gates",
        "syn_area_um2": 908,
        "simple_gate_share_pct": 32.0,
    },
    "worst_setup_path": {
        "crit_type": "flip-flop to output pin",
        "worst_ep_required_time_ns": 3.36,
        "crit_path_start_kind": "flip-flop",
        "reg2reg_setup_slack_ns": 2.59,
        "crit_fanout": 8,
        "reg2reg_to": "counter[16]",
        "rr_startpoint": "counter[0]",
        "end_kind": "output pin",
        "arrival_ns": 2.13,
        "r2r_cells": 5,
    },
    "global_route": {
        "gr-total-overflow": 0,
        "grt_pass1_wl_mm": 2.51,
        "antenna_found_initial": 0,
        "grt_max_degree": 21,
        "grt_use_total_pct": 2.47,
        "grt_pass1_vias": 568,
    },
    "power": {
        "leakage_nw": 0.364,
        "switching_share_pct": 19.7,
        "p_switching_w": 0.0000674,
        "powerDensity_nw_per_um2": 306,
        "internal-power_w": 0.000275,
        "peakVddDrop_v": 0.0000862,
        "p_seq_share_pct": 60.3,
        "p_clk_share_pct": 37.2,
        "comb_power_share_pct": 2.5,
    },
}
## synth_stat cells, types with 2 or more instances
cell      instances  share of area [%]
nand4_4           2                4.7
xnor2_1          11                 11
nor2b_1           2                1.4
nor2_1           21                8.7
nand3_1           6                3.3
dfxtp_1          20                 44
nor3_1            4                2.2
nor4_1            3                2.1
clkbuf_1          2               0.83
xor2_1            4                3.9
nand4_1           3                2.1
inv_1             3                1.2
nand2_1           4                1.7
## power groups by stage
stage                   logic, W  clock network, W  registers [W]
final                 0.00000852          0.000127       0.000207
after global routing  0.00000988          0.000137       0.000207
after CTS             0.00000876          0.000132       0.000207
## cell usage in the layout (no fill, tap or decap)
master | netlist | routed
nand4_1 | 3 | 3
nor4_4 | 1 | 1
nor3_1 | 4 | 4
nand3_2 | 1 | 1
nor4_1 | 3 | 3
nor2_1 | 21 | 21
a21oi_1 | 1 | 1
nand3_1 | 6 | 6
xor2_1 | 4 | 4
dfxtp_1 | 20 | 20
buf_4 | 0 | 1
inv_1 | 3 | 3
and4_1 | 1 | 1
nand4_4 | 2 | 2
or3_1 | 1 | 1
mux2_4 | 1 | 1
clkdlybuf4s50_1 | 0 | 4
nor2b_1 | 2 | 2
clkbuf_8 | 0 | 3
clkbuf_1 | 2 | 1
o21ai_0 | 1 | 1
nand2_1 | 4 | 4
edfxtp_1 | 1 | 1
ha_1 | 1 | 1
xnor2_1 | 11 | 11
and2_2 | 1 | 1
## sequential cells by signal (all words and copies together) (netlist names)
register	count
button_state	1
button_sync_1	1
counter	18
button_sync_0	1
## area by class of cell
cell class	count	area, um2	area share [%]
Multi-Input combinational cell	69	459	41.0
Inverter	3	11.3	1.00
Sequential cell	21	430	38.4
Timing Repair Buffer	5	47.5	4.24
Tap cell	102	128	11.4
Clock buffer	4	45.0	4.02
## critical path, stage by stage, from the launching register on
cell and delay (ns):
dfxtp_1 0.39, ha_1 0.20, nand3_1 0.27, nor2_1 0.28, nand3_1 0.15, nor2_1 0.11
clkdlybuf4s50_1 0.47
## through the flow
step / total power [W] / hold WS (ns) / util [%]
final: 0.000343 / 0.331 / 14.5
after global routing: 0.000354 / 0.335 / 14.5
after CTS: 0.000348 / 0.331 / 14.5
after detailed placement: 0.000220 / 0.314 / 13.9
after global placement: 0.000220 / 0.317 / 13.9
after floorplan: 0.000217 / 0.310 / -
## routing by layer
layer	track usage [%]	wire [um]
met5	0	0
met1	3.33	697
met3	0.657	69
met2	3.68	606
met4	0.942	47
## kinds of logic after synthesis
kind of cell,count (synthesis)
compound gates,2
xor+xnor,15
fa+ha+maj,1
buf+inv,5
flops,21
mux,1
simple gates,50
## how the worst max path moves through the flow
stage,end,start,slack (ns)
after global routing,button_pressed,counter[0],1.03
final,button_pressed,counter[0],1.23
after CTS,button_pressed,counter[0],1.21
Power figures rest on the tool's default switching activity, not on a simulated workload.
