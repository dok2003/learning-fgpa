==> /design/flow/design.v <==
module adc_capture
# (
	parameter clk_hz = 25000000,						
	parameter sclk_hz = 5000000,					 
	parameter cycle_pause = 10					 
) (
	input  logic clk,
	input  logic rst,
	input  logic en,
	input  logic adc_ack,						 
	input  logic [2:0] address,					 
	input  logic dout_bit,						 
	output logic sclk,						 
	output logic cs,						 
	output logic adc_ready,						 
	output logic din_bit,						 
	output logic [11:0] d_signal					 
);
	localparam MAX_DIV = clk_hz / (2 * sclk_hz) - 1;		 
	logic [$clog2(MAX_DIV) - 1:0] frdiv;
	logic clk2;
	always_ff @(posedge clk or posedge rst) begin
		if (rst) begin
			sclk <= 1'd0;
			clk2 <= 1'd0;
			frdiv <= 'd0;					 
		end else begin
			if (frdiv >= MAX_DIV) begin
				clk2 <= ~clk2;
				if (~cs) sclk <= ~sclk;
				frdiv <= 'd0;
			end else begin
				frdiv <= frdiv + 'd1;
			end
		end
	end
	logic [7:0] din;						 
	logic [15:0] dout;						 
	assign d_signal =32'd4095- dout[11:0];
	logic [4:0] cs_reg;						 
	logic [$clog2(cycle_pause) - 1:0] cs_pause;			 
	always_ff @(negedge clk2 or posedge rst) begin
		if(rst) begin
			din_bit <= 1'd0;
                        din <= 8'd0;
		end else begin
			din[7:0] <= {2'b00, address, 3'b00};
			if (cs == 1'd0) begin				 
				if (cs_reg < 8) begin
					din_bit <= din[5'd7 - cs_reg];   
				end
			end
		end	
	end
	always_ff @(posedge clk2 or posedge rst) begin
		if (rst) begin						 
			adc_ready <= 1'd0;
			cs_reg <= 5'd0;
			cs_pause <= 'd0;				 
			cs <= 1'd0;
			dout <= 16'd0;
		end else if (en) begin
			if ( ~adc_ready) begin		 
				if (cs == 1'd0) begin					 
					dout[15:0] <= {dout[14:0], dout_bit};	 
					if (cs_reg == 5'd15) begin		 
						cs <= 1'd1;
						cs_reg <= 5'd0;
						adc_ready <= 1'd1;		 
					end else begin
						cs_reg <= cs_reg + 5'd1;
					end
				end else begin					 
					if (cs_pause >= cycle_pause) begin	 
						cs <= 1'd0;
						cs_pause <= 'd0;
					end else begin  
						cs_pause <= cs_pause + 'd1;
					end
				end
			end else if (adc_ack) begin
				adc_ready <= 1'd0;		 
			end
		end
	end
endmodule
module adc_hysteresis 
# (
	x_High = 12'd3000,		
	x_Low = 12'd1000
) (
	input  logic rst,
	input  logic clk,
	input  logic adc_ready,
	input  logic [11:0] d_signal,			 
	output logic can_move_fwd,
	output logic adc_ack
);
	logic [11:0] not_d_signal;
	always_ff @(posedge clk or posedge rst) begin
		if (rst) begin 				 
			can_move_fwd	<= 1'd1;
			not_d_signal	<= 1'd1;
			adc_ack		<= 1'd0;
		end else if (adc_ready) begin
			not_d_signal <= d_signal;
			if (not_d_signal < x_Low)
				can_move_fwd <= 1'd1;
			else if (not_d_signal > x_High)
				can_move_fwd <= 1'd0;
			adc_ack	<= 1'd1;
		end else
			adc_ack <= 1'd0;
	end
endmodule
module control
# (
	parameter clk_hz = 25000000,
	parameter sclk_hz = 256,
	parameter servo_min = 0,
	parameter servo_max = 255,
	parameter servo_step = 32,
	parameter servo_center = 155,
	parameter motor_min = 0,
	parameter motor_max = 255,
	parameter motor_step = 32
) (
	input  logic clk,
	input  logic rst,
	input  logic ir_ready,
	input  logic can_move_fwd,
	input  logic [31:0] command,
	output logic state,					
	output logic ctl_valid,
	output logic ack,
	output logic direction,
	output logic [7:0] motor_dc,
	output logic [7:0] servo_dc
);
	localparam MAX_DIV = clk_hz / (2 * sclk_hz);				 
	logic [$clog2(MAX_DIV)-1:0] frdiv;					 
	logic [7:0] timer;
	logic stall;
	logic stk;
	logic sclk;
	always_ff @(posedge clk or posedge rst) begin				 
		if (rst) begin
			frdiv <= 1'd0;
			sclk <= 1'd0;
		end else begin
			if (frdiv == MAX_DIV - 'd1) begin
				sclk <= ~sclk;
				frdiv <= 0;
			end else
				frdiv <= frdiv + 'd1;
		end
	end
	always_ff @(posedge sclk or posedge rst) begin
		if (rst) begin							 
                        state <= 1'd0;
			ctl_valid <= 1'd1;
                        ack <= 1'd0;
			motor_dc <= 8'd0;
			direction <= 1'd1;
			servo_dc <= 8'(servo_center);
			timer[7:0]<=8'd0;
			stall <= 'd0;
			stk <= 'd0;
		end else begin		
			ctl_valid <= 1'd1;				 
		        if (~can_move_fwd) begin				 
				direction <= 1'd0;
				stall <= 1'd1;
				motor_dc <= 8'(motor_max);
				stk <= 'd1;
			end
			if(stall) begin
				servo_dc <= 8'd50;
				if (timer <= 8'd250)
					timer <=timer + 1'd1;
                                else begin
                                        direction <=1'd1;
                                        timer <= 8'd0;
                                        motor_dc <= 8'd0;
					servo_dc <= 8'(servo_center);	
					stk <= 'd0;
					stall <= 'd0;	
                                end
			end 
			if (ir_ready) begin					 
				case (command)					 
					32'hFE010707:	state <= 1'd1;	 
					32'hFB040707:	begin		 
								state <= 1'd0;
								motor_dc <= 8'd0;
								servo_dc <= 8'(servo_center);
							end
				endcase
				if (state) begin				 
					case (command)				 
					32'hED120707:	direction <= 1'd1;	 
					32'hEF100707:	direction <= 1'd0;	 
					32'h9A650707:	if (servo_dc <= 8'(servo_max - servo_step)) begin	 
								servo_dc <= servo_dc + 8'(servo_step);
							end
					32'h9D620707:	if (servo_dc >= 8'(servo_min + servo_step)) begin	 
								servo_dc <= servo_dc - 8'(servo_step);
							end				
					32'h9F600707:	if (can_move_fwd && motor_dc <= 8'(motor_max - motor_step)) begin	 
								motor_dc <= motor_dc + 8'(motor_step);
							end
					32'h9E610707:	if (motor_dc >= 8'(motor_min + motor_step)) begin	 
								motor_dc <= motor_dc - 8'(motor_step);
							end
					32'h86790707:	motor_dc <= 8'd0;					 
					32'h97680707:	servo_dc <= 8'(servo_center);				 
					endcase
				end
				ack <= 1'd1;				 
			end else begin
				ack <= 1'd0;				 
			end
		end
	end
endmodule
module ir_decoder (
	input wire clk,
        input wire rst,
	input wire ack,
        input wire enable,
        input wire ir_input,
        output reg ready,
        output wire [31:0] command,
);
	localparam T0_MIN = (28256-2816)/64;						 
	localparam T0_MAX = (28256+2816)/64;
	localparam T1_MIN = (57008-5648)/64;						 
	localparam T1_MAX = (57008+5648)/64;
	localparam START_MIN = (128176-6400)/64;					 
	localparam START_MAX = (128176+6400)/64;
	reg [15:0] slow_clk_div;
	wire slow_clk;
        wire strobe_front;
	reg  ir_input_last;								 
	reg [20:0] t1;									 
	reg [7:0] bit_count;								 
	reg [31:0] cmd;									 
	always @(posedge clk or posedge rst)
	begin
		if(rst) begin
			slow_clk_div <= '0;
		end else begin
			slow_clk_div <= slow_clk_div + 'd1;
		end
	end
	assign slow_clk = slow_clk_div[5];						 
	assign command[31:0] = cmd[31:0];
	assign strobe_front = (ir_input_last != ir_input) * ir_input;			 
	always @(posedge slow_clk or posedge rst)
        begin
		if(rst) begin								 
			ir_input_last <= 1'b1;
		        t1 <= 'b0;
			bit_count <= '0;
			cmd<= '0;
			ready <= 1'd0;
                end else begin
                        if(enable)
                        begin	
				ir_input_last <= ir_input;
				if(strobe_front == 'b0)					 
					t1<=t1+ 'b1;
				else begin
					if(t1 == 21'h1fffff) begin			 
						t1 <= '0;
						bit_count <= '0;
						cmd <= '0;
					end
					if(t1>START_MIN  && t1<START_MAX) begin		 
						bit_count <= '0;
						cmd <= '0;
					end
					if(!ready) begin				 
						if(t1<T0_MAX && t1>T0_MIN) begin	 
							cmd = {1'b0, cmd[31:1]};
							bit_count<=bit_count+'b1;	
						end
						if(t1>T1_MIN && t1<T1_MAX) begin	 
							cmd = {1'b1, cmd[31:1]};
							bit_count <= bit_count + 'b1;
						end
					end
					t1<='b0;
					if (bit_count == 31) begin
						ready <= 1;
					end
				end
				if (ack == 1) ready <= 1'd0;				 
                        end
                end
        end
endmodule
module motor_drv
# (
	parameter clk_hz = 25000000,					 
	parameter pwm_hz = 250
) (
	input logic clk,
	input logic enable,
	input logic rst,
	input logic direction,
	input logic [7:0] duty_cycle,
	output logic pwm_outA,
	output logic pwm_outB
);
	localparam integer CLK_DIV = clk_hz / (256 *  pwm_hz);		 
	logic [$clog2(CLK_DIV)-1:0] clock_counter;			 
	logic [7:0] pwm_counter;
	always_ff @(posedge clk or posedge rst) begin
		if (rst) begin
			clock_counter  <= 0;
			pwm_counter <= 8'd0;
		end else if (enable) begin
			clock_counter <= clock_counter + 1;
			if (clock_counter == CLK_DIV - 1) begin		 
				clock_counter <= 0;
				pwm_counter <= pwm_counter + 8'd1;		 
			end
		end
	end
	logic pwm;							
	assign pwm = (pwm_counter < duty_cycle);			 
	assign pwm_outA = direction ? pwm : 0;				 
	assign pwm_outB = direction ? 0 : pwm;
endmodule
module servo_pdm
# (
        parameter  clk_hz   = 25000000,									 
) ( 
        input  wire       rst,										 
        input  wire       clk,										 
        input  wire       en,										 
        input  wire [7:0]  duty,									 
        output wire       pdm_done									 
);
	wire [15:0] pdm_width;										 
	reg [15:0] pdmw_counter;									 
	localparam zero_dur = clk_hz / 1000 * 20;							 
	localparam div_counter_w = $clog2(zero_dur);
	reg [div_counter_w-1:0] div_counter;								 
	reg pdm_done_reg;
	assign pdm_done = pdm_done_reg;
	assign pdm_width = (duty << 6) + 'd27500;							 
	always @(posedge rst or posedge clk) begin							 
		if (rst) begin
			div_counter <= 'd0;
			pdmw_counter <= 'd0;
			pdm_done_reg <= 'b0;
		end else if (en) begin
			if(pdm_done_reg == 'b1) begin
				if (pdmw_counter != pdm_width) begin					 
					pdmw_counter <= pdmw_counter + 'd1;
				end else begin			
					pdm_done_reg <= 'b0;						 
					div_counter <= 'd0;						 
				end
			end else begin
				div_counter <= div_counter + 'd1;					 
				if (div_counter == zero_dur) begin		
					pdm_done_reg <= 'b1;
					pdmw_counter <= 'd0;
				end
			end
		end
	end
endmodule
module top (
	input  logic clk25,
	input  logic [3:0] key,
	inout  logic [9:0] gpio,
	output logic [3:0] led,
	input  logic adc_spi_miso,
	output logic adc_spi_mosi,
	output logic adc_spi_sclk,
	output logic adc_spi_csn
);
	logic [7:0] motor_dc;
	logic [7:0] servo_dc;
	logic direction;
	logic ack;
	logic adc_ack;
	logic [2:0] address;
	logic dout_bit;
	logic sclk;
	logic cs;
	logic adc_ready;
	logic din_bit;
	logic state;
	logic ir_ready;
	logic ctl_valid;
	logic [31:0] command;
	logic [11:0] d_signal;
	logic can_move_fwd;
	assign gpio[9:4] = {adc_ready, ctl_valid, sclk, cs, din_bit, dout_bit};
	assign led[0] = state;
	assign led[1] = can_move_fwd;
	assign led[2] = direction;
	assign led[3] = ctl_valid;	
	logic rst;
	assign rst = key[3];
	assign adc_spi_sclk = sclk;
	assign adc_spi_mosi = din_bit;
	assign adc_spi_csn = cs;
	assign dout_bit = adc_spi_miso;
        control
        # (
                .clk_hz(25000000),
		.sclk_hz(256),
		.servo_step(16)
        ) control_inst (
		.state(state),
		.clk(clk25),
		.rst(rst),
		.ir_ready(ir_ready),
		.command(command),
		.can_move_fwd(can_move_fwd),
		.ctl_valid(ctl_valid),
		.ack(ack),
		.motor_dc(motor_dc),
		.direction(direction),
		.servo_dc(servo_dc)
        );
	motor_drv 
	# (
		.clk_hz(25000000),
		.pwm_hz(250)
	) motor_inst (
		.clk(clk25),
		.enable(ctl_valid),
		.rst(rst),
		.direction(direction),
		.duty_cycle(motor_dc),
		.pwm_outA(gpio[0]),
		.pwm_outB(gpio[1])
	);
	servo_pdm
	# (
		.clk_hz(25000000)
	) servo_inst (
		.rst(rst),
		.clk(clk25),
		.en(ctl_valid),
		.duty(servo_dc),
		.pdm_done(gpio[2])
	);
	ir_decoder decoder_inst (
		.clk(clk25),
		.rst(rst),
		.ack(ack),
		.enable(ctl_valid),
		.ir_input(gpio[3]),
		.ready(ir_ready),
		.command(command)
	);
	adc_hysteresis
	# (
		.x_High(12'd1246),
		.x_Low(12'd1059),
	) hysteresis_inst (
		.rst(rst),
		.clk(clk25),
		.adc_ready(adc_ready),
		.d_signal(d_signal),
		.can_move_fwd(can_move_fwd),
		.adc_ack(adc_ack)
	);
	adc_capture 
	# (
		.clk_hz(25000000),
		.sclk_hz(500000),
		.cycle_pause(30)
	) adc_capture_inst (
		.clk(clk25),
		.rst(rst),
		.en(ctl_valid),
		.adc_ack(adc_ack),
		.address(3'b000),
		.dout_bit(dout_bit),
		.sclk(sclk),
		.cs(cs),
		.adc_ready(adc_ready),
		.din_bit(din_bit),
		.d_signal(d_signal)
	);
endmodule
==> /design/flow/run.sh <==
#!/bin/bash
# OpenROAD 26Q1-2900-gdf79404cd8, Yosys 0.63+post, stock flow scripts
make -C /OpenROAD-flow-scripts/flow DESIGN_CONFIG=/design/flow/config.mk WORK_HOME=/design/flow/orfs finish
==> /design/flow/config.mk <==
export PLATFORM = sky130hd
export DESIGN_NAME = top
export DESIGN_NICKNAME = top
export VERILOG_FILES = /design/flow/design.v
export SDC_FILE = /design/flow/constraint.sdc
export NUM_CORES = 4
export LEC_CHECK = 1
export CORE_UTILIZATION = 50
==> /design/flow/constraint.sdc <==
current_design top

set clk_period 3.8
set clk_io_pct 0.2

create_clock -name clk0 -period $clk_period [get_ports {clk25}]

set non_clock_inputs [all_inputs -no_clocks]
set_input_delay [expr $clk_period * $clk_io_pct] -clock clk0 $non_clock_inputs
set_output_delay [expr $clk_period * $clk_io_pct] -clock clk0 [all_outputs]
==> flow_summary.ini <==
; physical design summary
[timing]
unclocked_regs = 115
untimed_endpoints = 120

[die]
rows = 54
die_w_um = 153
pin_count = 23
fp_util_pct = 51.6
dieHeight_um = 153

[logic_synthesis]
synthFlopType = dfrtp_1
yosysTopAreaCellShare_pct = 44.6
yosysTopAreaCell = dfrtp_1
ys_cells = 1156
ys_seq_share_pct = 46.6
ys_area_mm2 = 0.0114
netlist_area_mm2 = 0.0114
ys_async_sr_fraction_pct = 100
syn_area_per_cell_um2 = 9.86
synth.distinct_cells = 85
netlist_instances = 1156
edf_count = 0
area_leaders = dfrtp_1 (45%), mux2_2 (4.3%), ha_1 (3.7%), nor2_1 (3.3%), nand2_1 (3.2%)
synth-seq-cells = 212
yosysWarnings = 6

[outcome]
firstError = [error] [KeplerFormal.cpp:679] Workflow failed: Iso has multiple drivers: .gpio6, gpio[6]$_DFFE_PP0N_.Q0
stop_stage = clock tree synthesis
outcome = stopped before the end

[clock_tree]
postCtsSetupBuffers = 0
root_buffer = clkbuf_16
htreeDepth = 3
ctsResizeCount = 0
numCtsBuffers = 9
cts_buffer_depth = 2
hold_buffers = 0

[placed_design]
place_congestion = 0.947
dpl.hpwl_mm = 15.7
pre_cts_ws_ns = 1.30
port_buffers = 7
[stage by stage]
stage	instance area [um2]	utilization [%]	cells	hold slack (ns)	total power, W
after floorplan	11400	-	1158	0.428	0.00143
after global placement	11700	53.2	1405	0.450	0.00112
after detailed placement	11700	53.2	1405	0.457	0.00151
[logic make-up after synthesis]
logic type      share of synthesized area (%)
simple gates                             19.7
compound gates                           13.9
flops                                    46.6
buf+inv                                  4.05
xor+xnor                                 5.76
mux                                      6.19
fa+ha+maj                                3.73
other cells                            0.0659
[synth_stat cells, drive strengths merged, types with 24 or more instances]
cell type,number
xor2,41
dfrtp,203
nand3,54
and3,24
nor3,29
nand4,31
nand2,97
a21oi,25
xnor2,34
clkbuf,43
nor2,100
o21ai,59
mux2,44
ha,34
inv,51
Power is estimated from default activity; no workload was simulated.
